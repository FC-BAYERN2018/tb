`config.mk`:
```
export PLATFORM = sky130hd
export DESIGN_NAME = i2c_dri
export DESIGN_NICKNAME = i2c_dri
export VERILOG_FILES = /design/flow/design.v
export SDC_FILE = /design/flow/constraint.sdc
export NUM_CORES = 4
export LEC_CHECK = 1
export CORE_UTILIZATION = 40
```
`constraint.sdc`:
```
current_design i2c_dri

set clk_period 2.9
set clk_io_pct 0.2

create_clock -name clk0 -period $clk_period [get_ports {clk}]

set non_clock_inputs [all_inputs -no_clocks]
set_input_delay [expr $clk_period * $clk_io_pct] -clock clk0 $non_clock_inputs
set_output_delay [expr $clk_period * $clk_io_pct] -clock clk0 [all_outputs]
```
`design.v`:
```
module i2c_dri
    #(
      parameter   SLAVE_ADDR = 7'b1010000   ,   
      parameter   CLK_FREQ   = 26'd50_000_000,  
      parameter   I2C_FREQ   = 18'd250_000      
    )
   (                                                    
    input                clk        ,    
    input                rst_n      ,   
    input                i2c_exec   ,   
    input                bit_ctrl   ,   
    input                i2c_rh_wl  ,   
    input        [15:0]  i2c_addr   ,   
    input        [ 7:0]  i2c_data_w ,   
    output  reg  [ 7:0]  i2c_data_r ,   
    output  reg          i2c_done   ,   
    output  reg          i2c_ack    ,   
    output  reg          scl        ,   
    inout                sda        ,   
    output  reg          dri_clk        
     );
localparam  st_idle     = 8'd1;  
localparam  st_sladdr   = 8'd2;  
localparam  st_addr16   = 8'd3;  
localparam  st_addr8    = 8'd4;  
localparam  st_data_wr  = 8'd5;  
localparam  st_addr_rd  = 8'd6;  
localparam  st_data_rd  = 8'd7;  
localparam  st_stop     = 8'd8;  
reg            sda_dir   ;  
reg            sda_out   ;  
reg            st_done   ;  
reg            wr_flag   ;  
reg    [ 6:0]  cnt       ;  
reg    [ 7:0]  cur_state ;  
reg    [ 7:0]  next_state;  
reg    [15:0]  addr_t    ;  
reg    [ 7:0]  data_r    ;  
reg    [ 7:0]  data_wr_t ;  
reg    [ 9:0]  clk_cnt   ;  
wire          sda_in     ;  
wire   [8:0]  clk_divide ;  
assign  sda     = sda_dir ?  sda_out : 1'bz;      
assign  sda_in  = sda ;                           
assign  clk_divide = (CLK_FREQ/I2C_FREQ) >> 2'd2; 
always @(posedge clk or negedge rst_n) begin
    if(!rst_n) begin
        dri_clk <=  1'b0;
        clk_cnt <= 10'd0;
    end
    else if(clk_cnt == clk_divide[8:1] - 1'd1) begin
        clk_cnt <= 10'd0;
        dri_clk <= ~dri_clk;
    end
    else
        clk_cnt <= clk_cnt + 1'b1;
end
always @(posedge dri_clk or negedge rst_n) begin
    if(!rst_n)
        cur_state <= st_idle;
    else
        cur_state <= next_state;
end
always @(*) begin
    next_state = st_idle;
    case(cur_state)
        st_idle: begin                           
           if(i2c_exec) begin
               next_state = st_sladdr;
           end
           else
               next_state = st_idle;
        end
        st_sladdr: begin
            if(st_done) begin
                if(bit_ctrl)                     
                   next_state = st_addr16;
                else
                   next_state = st_addr8 ;
            end
            else
                next_state = st_sladdr;
        end
        st_addr16: begin                         
            if(st_done) begin
                next_state = st_addr8;
            end
            else begin
                next_state = st_addr16;
            end
        end
        st_addr8: begin                          
            if(st_done) begin
                if(wr_flag==1'b0)                
                    next_state = st_data_wr;
                else
                    next_state = st_addr_rd;
            end
            else begin
                next_state = st_addr8;
            end
        end
        st_data_wr: begin                        
            if(st_done)
                next_state = st_stop;
            else
                next_state = st_data_wr;
        end
        st_addr_rd: begin                        
            if(st_done) begin
                next_state = st_data_rd;
            end
            else begin
                next_state = st_addr_rd;
            end
        end
        st_data_rd: begin                        
            if(st_done)
                next_state = st_stop;
            else
                next_state = st_data_rd;
        end
        st_stop: begin                           
            if(st_done)
                next_state = st_idle;
            else
                next_state = st_stop ;
        end
        default: next_state= st_idle;
    endcase
end
always @(posedge dri_clk or negedge rst_n) begin
    if(!rst_n) begin
        scl       <= 1'b1;
        sda_out   <= 1'b1;
        sda_dir   <= 1'b1;                          
        i2c_done  <= 1'b0;                          
        i2c_ack   <= 1'b0;                          
        cnt       <= 1'b0;                          
        st_done   <= 1'b0;                          
        data_r    <= 1'b0;                          
        i2c_data_r<= 1'b0;                          
        wr_flag   <= 1'b0;                          
        addr_t    <= 1'b0;                          
        data_wr_t <= 1'b0;                          
    end                                              
    else begin                                       
        st_done <= 1'b0 ;                              
        cnt     <= cnt +1'b1 ;                         
        case(cur_state)                                
             st_idle: begin                           
                scl     <= 1'b1;                       
                sda_out <= 1'b1;                       
                sda_dir <= 1'b1;                       
                i2c_done<= 1'b0;                       
                cnt     <= 7'b0;                       
                if(i2c_exec) begin                     
                    wr_flag   <= i2c_rh_wl ;           
                    addr_t    <= i2c_addr  ;           
                    data_wr_t <= i2c_data_w;           
                    i2c_ack <= 1'b0;                   
                end                                    
            end                                        
            st_sladdr: begin                          
                case(cnt)                              
                    7'd1 : sda_out <= 1'b0;           
                    7'd3 : scl <= 1'b0;              
                    7'd4 : sda_out <= SLAVE_ADDR[6];  
                    7'd5 : scl <= 1'b1;              
                    7'd7 : scl <= 1'b0;              
                    7'd8 : sda_out <= SLAVE_ADDR[5];  
                    7'd9 : scl <= 1'b1;              
                    7'd11: scl <= 1'b0;              
                    7'd12: sda_out <= SLAVE_ADDR[4];  
                    7'd13: scl <= 1'b1;              
                    7'd15: scl <= 1'b0;              
                    7'd16: sda_out <= SLAVE_ADDR[3];  
                    7'd17: scl <= 1'b1;              
                    7'd19: scl <= 1'b0;              
                    7'd20: sda_out <= SLAVE_ADDR[2];  
                    7'd21: scl <= 1'b1;              
                    7'd23: scl <= 1'b0;              
                    7'd24: sda_out <= SLAVE_ADDR[1];  
                    7'd25: scl <= 1'b1;              
                    7'd27: scl <= 1'b0;              
                    7'd28: sda_out <= SLAVE_ADDR[0];  
                    7'd29: scl <= 1'b1;              
                    7'd31: scl <= 1'b0;              
                    7'd32: sda_out <= 1'b0;           
                    7'd33: scl <= 1'b1;              
                    7'd35: scl <= 1'b0;              
                    7'd36: begin                     
                        sda_dir <= 1'b0;               
                        sda_out <= 1'b1;             
                    end                              
                    7'd37: scl     <= 1'b1;             
                    7'd38: begin                        
                        st_done <= 1'b1;               
                        if(sda_in == 1'b1)             
                            i2c_ack <= 1'b1;           
                    end                              
                    7'd39: begin                       
                        scl <= 1'b0;                   
                        cnt <= 1'b0;                   
                    end                               
                    default :  ;                       
                endcase                               
            end                                       
            st_addr16: begin                         
                case(cnt)                             
                    7'd0 : begin                      
                        sda_dir <= 1'b1 ;            
                        sda_out <= addr_t[15];        
                    end                               
                    7'd1 : scl <= 1'b1;              
                    7'd3 : scl <= 1'b0;              
                    7'd4 : sda_out <= addr_t[14];     
                    7'd5 : scl <= 1'b1;              
                    7'd7 : scl <= 1'b0;              
                    7'd8 : sda_out <= addr_t[13];     
                    7'd9 : scl <= 1'b1;              
                    7'd11: scl <= 1'b0;              
                    7'd12: sda_out <= addr_t[12];     
                    7'd13: scl <= 1'b1;              
                    7'd15: scl <= 1'b0;              
                    7'd16: sda_out <= addr_t[11];     
                    7'd17: scl <= 1'b1;              
                    7'd19: scl <= 1'b0;              
                    7'd20: sda_out <= addr_t[10];     
                    7'd21: scl <= 1'b1;              
                    7'd23: scl <= 1'b0;              
                    7'd24: sda_out <= addr_t[9];      
                    7'd25: scl <= 1'b1;              
                    7'd27: scl <= 1'b0;              
                    7'd28: sda_out <= addr_t[8];      
                    7'd29: scl <= 1'b1;              
                    7'd31: scl <= 1'b0;              
                    7'd32: begin                     
                        sda_dir <= 1'b0;             
                        sda_out <= 1'b1;            
                    end                              
                    7'd33: scl  <= 1'b1;             
                    7'd34: begin                     
                        st_done <= 1'b1;     
                        if(sda_in == 1'b1)            
                            i2c_ack <= 1'b1;         
                    end                             
                    7'd35: begin                     
                        scl <= 1'b0;                 
                        cnt <= 1'b0;                 
                    end                              
                    default :  ;                     
                endcase                               
            end                                       
            st_addr8: begin                           
                case(cnt)                             
                    7'd0: begin                       
                       sda_dir <= 1'b1 ;              
                       sda_out <= addr_t[7];          
                    end                               
                    7'd1 : scl <= 1'b1;              
                    7'd3 : scl <= 1'b0;              
                    7'd4 : sda_out <= addr_t[6];      
                    7'd5 : scl <= 1'b1;              
                    7'd7 : scl <= 1'b0;              
                    7'd8 : sda_out <= addr_t[5];      
                    7'd9 : scl <= 1'b1;              
                    7'd11: scl <= 1'b0;              
                    7'd12: sda_out <= addr_t[4];      
                    7'd13: scl <= 1'b1;              
                    7'd15: scl <= 1'b0;              
                    7'd16: sda_out <= addr_t[3];      
                    7'd17: scl <= 1'b1;              
                    7'd19: scl <= 1'b0;              
                    7'd20: sda_out <= addr_t[2];      
                    7'd21: scl <= 1'b1;              
                    7'd23: scl <= 1'b0;              
                    7'd24: sda_out <= addr_t[1];      
                    7'd25: scl <= 1'b1;              
                    7'd27: scl <= 1'b0;              
                    7'd28: sda_out <= addr_t[0];      
                    7'd29: scl <= 1'b1;              
                    7'd31: scl <= 1'b0;              
                    7'd32: begin                     
                        sda_dir <= 1'b0;             
                        sda_out <= 1'b1;                    
                    end                              
                    7'd33: scl     <= 1'b1;          
                    7'd34: begin                     
                        st_done <= 1'b1;     
                        if(sda_in == 1'b1)            
                            i2c_ack <= 1'b1;         
                    end                               
                    7'd35: begin                     
                        scl <= 1'b0;                 
                        cnt <= 1'b0;                 
                    end                              
                    default :  ;                     
                endcase                               
            end                                       
            st_data_wr: begin                          
                case(cnt)                             
                    7'd0: begin                       
                        sda_out <= data_wr_t[7];      
                        sda_dir <= 1'b1;             
                    end                               
                    7'd1 : scl <= 1'b1;              
                    7'd3 : scl <= 1'b0;              
                    7'd4 : sda_out <= data_wr_t[6];   
                    7'd5 : scl <= 1'b1;              
                    7'd7 : scl <= 1'b0;              
                    7'd8 : sda_out <= data_wr_t[5];   
                    7'd9 : scl <= 1'b1;              
                    7'd11: scl <= 1'b0;              
                    7'd12: sda_out <= data_wr_t[4];   
                    7'd13: scl <= 1'b1;              
                    7'd15: scl <= 1'b0;              
                    7'd16: sda_out <= data_wr_t[3];   
                    7'd17: scl <= 1'b1;              
                    7'd19: scl <= 1'b0;              
                    7'd20: sda_out <= data_wr_t[2];   
                    7'd21: scl <= 1'b1;              
                    7'd23: scl <= 1'b0;              
                    7'd24: sda_out <= data_wr_t[1];   
                    7'd25: scl <= 1'b1;              
                    7'd27: scl <= 1'b0;              
                    7'd28: sda_out <= data_wr_t[0];   
                    7'd29: scl <= 1'b1;              
                    7'd31: scl <= 1'b0;              
                    7'd32: begin                     
                        sda_dir <= 1'b0;           
                        sda_out <= 1'b1;                               
                    end                               
                    7'd33: scl <= 1'b1;              
                    7'd34: begin                     
                        st_done <= 1'b1;     
                        if(sda_in == 1'b1)            
                            i2c_ack <= 1'b1;         
                    end                             
                    7'd35: begin                     
                        scl  <= 1'b0;                
                        cnt  <= 1'b0;                
                    end                              
                    default  :  ;                    
                endcase                               
            end                                       
            st_addr_rd: begin                          
                case(cnt)                             
                    7'd0 : begin                      
                        sda_dir <= 1'b1;             
                        sda_out <= 1'b1;             
                    end                               
                    7'd1 : scl <= 1'b1;              
                    7'd2 : sda_out <= 1'b0;           
                    7'd3 : scl <= 1'b0;              
                    7'd4 : sda_out <= SLAVE_ADDR[6];  
                    7'd5 : scl <= 1'b1;              
                    7'd7 : scl <= 1'b0;              
                    7'd8 : sda_out <= SLAVE_ADDR[5]; 
                    7'd9 : scl <= 1'b1;              
                    7'd11: scl <= 1'b0;              
                    7'd12: sda_out <= SLAVE_ADDR[4]; 
                    7'd13: scl <= 1'b1;              
                    7'd15: scl <= 1'b0;              
                    7'd16: sda_out <= SLAVE_ADDR[3]; 
                    7'd17: scl <= 1'b1;              
                    7'd19: scl <= 1'b0;              
                    7'd20: sda_out <= SLAVE_ADDR[2]; 
                    7'd21: scl <= 1'b1;              
                    7'd23: scl <= 1'b0;              
                    7'd24: sda_out <= SLAVE_ADDR[1]; 
                    7'd25: scl <= 1'b1;              
                    7'd27: scl <= 1'b0;              
                    7'd28: sda_out <= SLAVE_ADDR[0]; 
                    7'd29: scl <= 1'b1;              
                    7'd31: scl <= 1'b0;              
                    7'd32: sda_out <= 1'b1;           
                    7'd33: scl <= 1'b1;              
                    7'd35: scl <= 1'b0;              
                    7'd36: begin                     
                        sda_dir <= 1'b0;            
                        sda_out <= 1'b1;                    
                    end
                    7'd37: scl     <= 1'b1;
                    7'd38: begin                     
                        st_done <= 1'b1;     
                        if(sda_in == 1'b1)           
                            i2c_ack <= 1'b1;         
                    end   
                    7'd39: begin
                        scl <= 1'b0;
                        cnt <= 1'b0;
                    end
                    default : ;
                endcase
            end
            st_data_rd: begin                          
                case(cnt)
                    7'd0: sda_dir <= 1'b0;            
                    7'd1: begin
                        data_r[7] <= sda_in;          
                        scl       <= 1'b1;
                    end
                    7'd3: scl  <= 1'b0;
                    7'd5: begin
                        data_r[6] <= sda_in ;         
                        scl       <= 1'b1   ;
                    end
                    7'd7: scl  <= 1'b0;
                    7'd9: begin
                        data_r[5] <= sda_in;          
                        scl       <= 1'b1  ;
                    end
                    7'd11: scl  <= 1'b0;
                    7'd13: begin
                        data_r[4] <= sda_in;          
                        scl       <= 1'b1  ;
                    end
                    7'd15: scl  <= 1'b0;
                    7'd17: begin
                        data_r[3] <= sda_in;          
                        scl       <= 1'b1  ;
                    end
                    7'd19: scl  <= 1'b0;
                    7'd21: begin
                        data_r[2] <= sda_in;          
                        scl       <= 1'b1  ;
                    end
                    7'd23: scl  <= 1'b0;
                    7'd25: begin
                        data_r[1] <= sda_in;          
                        scl       <= 1'b1  ;
                    end
                    7'd27: scl  <= 1'b0;
                    7'd29: begin
                        data_r[0] <= sda_in;          
                        scl       <= 1'b1  ;
                    end
                    7'd31: scl  <= 1'b0;
                    7'd32: begin
                        sda_dir <= 1'b1;             
                        sda_out <= 1'b1;
                    end
                    7'd33: scl     <= 1'b1;
                    7'd34: st_done <= 1'b1;           
                    7'd35: begin
                        scl <= 1'b0;
                        cnt <= 1'b0;
                        i2c_data_r <= data_r;         
                    end
                    default  :  ;
                endcase
            end
            st_stop: begin                             
                case(cnt)
                    7'd0: begin
                        sda_dir <= 1'b1;              
                        sda_out <= 1'b0;              
                    end
                    7'd1 : scl     <= 1'b1;           
                    7'd3 : sda_out <= 1'b1;           
                    7'd15: st_done <= 1'b1;           
                    7'd16: begin
                        cnt      <= 1'b0;             
                        i2c_done <= 1'b1;             
                    end
                    default  : ;
                endcase
            end
        endcase
    end
end
endmodule
```
`run.sh`:
```
#!/bin/bash
# OpenROAD 26Q1-2900-gdf79404cd8, Yosys 0.63+post, stock flow scripts
make -C /OpenROAD-flow-scripts/flow DESIGN_CONFIG=/design/flow/config.mk WORK_HOME=/design/flow/orfs finish
```
==> out/results.ini <==
[synthesis]
async_reset_ff_frac = 1.00
ys_cells = 324
yosysTopAreaCell = dfrtp_1
ys_top_cells_by_area = dfrtp_1, mux2_1, mux2_2, nand3_1, nor2_1
postSynthSeqShare = 0.502
synthFlopType = dfrtp_1
ys_area_um2 = 3600
logic_family = multiplexers
ys_sh_simple = 0.150
numSynthFlops = 72
syn_area_um2 = 3600
avgSynthCellArea_um2 = 11.1
top_area_frac = 0.480
yosys.area_share.adder = 0.0209
ys_warn_count = 2
synth_cell_type_count = 59
netlist_instances = 324
xor_area_frac = 0.0341
yosys.area_share.aoi = 0.101
synth.mux.area_fraction = 0.161
edf_count = 0

[final_timing]
unclocked_pins = 61
untimed_endpoints = 73

[floorplanning]
die-height_um = 96.9
ios = 42
rows = 34
chipWidth_um = 96.9
initial_core_util = 0.413

[run_status]
status = did not finish
haltStage = 4_1_cts
firstError = [error] [KeplerFormal.cpp:679] Workflow failed: Iso has multiple drivers: .sda0, sda$_DFFE_PN1P_.Q0

[cts]
cts_buffers = 3
cts_setup_buffers = 0
clock_path_buffers = 2
cts.repair.resized = 0
root_buffer = clkbuf_8
cts_hold_buf = 0
htree_levels = 1

[place]
dp_hpwl_um = 5180
port-buffer-count = 40
dp_slack_ns = 1.14
place_congestion = 0.843
postPlaceCellArea_um2 = 4100

==> cells by family after synthesis <==
kind of cell | count (synthesis)
adder cells (fa/ha/maj) | 6
multiplexers | 51
buffers and inverters | 28
flip-flops | 72
XOR/XNOR | 14
AND-OR/OR-AND | 50
AND/OR/NAND/NOR | 103
==> synth_stat cells, types with 2 or more instances <==
| cell | number |
|---|---|
| o22ai_1 | 2 |
| mux2i_1 | 5 |
| o21ai_1 | 2 |
| mux2_2 | 20 |
| nor3b_1 | 2 |
| a221oi_1 | 2 |
| xor2_1 | 6 |
| a32oi_1 | 2 |
| dfrtp_1 | 69 |
| mux2_1 | 25 |
| or3_1 | 2 |
| clkbuf_1 | 11 |
| nand2b_1 | 5 |
| nor2b_1 | 4 |
| and2_1 | 2 |
| o211a_1 | 2 |
| ha_1 | 6 |
| a22oi_1 | 2 |
| nor2_1 | 26 |
| o211ai_1 | 5 |
| o21ai_0 | 7 |
| nand4_1 | 3 |
| nand2_1 | 16 |
| xnor2_1 | 8 |
| o221ai_1 | 3 |
| a21oi_1 | 7 |
| inv_1 | 11 |
| dfstp_2 | 3 |
| nand3b_1 | 2 |
| nand3_1 | 21 |
| o21a_1 | 4 |
| buf_1 | 4 |
| nor3_1 | 5 |
| and3_1 | 5 |
==> per-stage QoR <==
step / cells / power [µW] / hold WS, ns
after floorplan: 324 / 157 / 0.284
after global placement: 461 / 217 / 0.370
after detailed placement: 461 / 217 / 0.370
Power is estimated from default activity; no workload was simulated.
